### ./run.sh
#!/bin/bash
# OpenROAD 26Q1-2900-gdf79404cd8, Yosys 0.63+post, stock flow scripts
make -C /OpenROAD-flow-scripts/flow DESIGN_CONFIG=/design/flow/config.mk WORK_HOME=/design/flow/orfs finish
### ./constraint.sdc
current_design quyetdinhphim

set clk_period 7.9
set clk_io_pct 0.2

create_clock -name clk0 -period $clk_period [get_ports {clk_50}]

set non_clock_inputs [all_inputs -no_clocks]
set_input_delay [expr $clk_period * $clk_io_pct] -clock clk0 $non_clock_inputs
set_output_delay [expr $clk_period * $clk_io_pct] -clock clk0 [all_outputs]
### ./config.mk
export PLATFORM = sky130hd
export DESIGN_NAME = quyetdinhphim
export DESIGN_NICKNAME = quyetdinhphim
export VERILOG_FILES = /design/flow/design.v
export SDC_FILE = /design/flow/constraint.sdc
export NUM_CORES = 4
export LEC_CHECK = 1
export CORE_UTILIZATION = 40
### ./design.v
module quyetdinhphim(input clk_50,input [7:0] phim,output [7:0] phimchuan,output xoaphim1);
reg [7:0] lenh=8'h00;
reg [7:0] phimluu;
reg [7:0] phimra1=8'hff;
reg [7:0] phimra2=8'hff;
reg [15:0] phimra3=16'hffff;
reg [27:0] thanhdem=28'h0000000;
reg xoaphim;
always @(posedge clk_50)
begin
                     thanhdem=thanhdem+1;
 case (phim)
8'h45:begin phimra1<=8'h00;lenh<=8'h00; end  
8'h16:begin phimra1<=8'h01; lenh<=8'h00; end  
8'h1e:begin phimra1<=8'h02;lenh<=8'h00;  end  
8'h26:begin  phimra1<=8'h03; lenh<=8'h00; end
8'h25:begin phimra1<=8'h04; lenh<=8'h00; end
8'h2e:begin phimra1<=8'h05; lenh<=8'h00; end
8'h36:begin  phimra1<=8'h06; lenh<=8'h00; end
8'h3d:begin phimra1<=8'h07; lenh<=8'h00; end
8'h3e:begin phimra1<=8'h08; lenh<=8'h00; end
8'h46:begin phimra1<=8'h09; lenh<=8'h00; end    
8'h29:begin phimra2<=8'hff; lenh<=8'h00; end    
8'h12:begin phimra2<=8'h0a; lenh<=8'h00; end    
default:
lenh<=8'h00;
endcase
if(thanhdem==28'd10000000) begin
      xoaphim<=1'b0;
           if(phimra2==8'h0a) begin 
                   if(phimra1==8'h03) begin
                                        phimluu=8'h0a;  
                                        end
                  if(phimra1==8'h08) begin
                                        phimluu=8'h0b;   
                                        end
                  if((phimra1!=8'h03)&&(phimra1!=8'h08)) begin
                                        phimluu=8'hff;
                                        end                                        
                          end
                   else
                   begin
                    if(phimra1<8'h0a) begin
                                        phimluu<=phimra1; 
                                        end  
                                        else
                                       begin
                                        phimluu<=8'hff; 
                                        end
                   end
      end
   if(thanhdem==28'd13200000) begin
       xoaphim<=1'b1;
       phimra1<=8'hff;
       phimra2<=8'hff;
       phimluu<=8'hff; 
           end
if(thanhdem==28'd22000000) begin
       xoaphim<=1'b1;
       phimra1<=8'hff;
       phimra2<=8'hff;
       phimluu<=8'hff; 
           end
if(thanhdem==28'd34000000) begin
       thanhdem=28'h0000000;
           end
end
assign phimchuan=phimluu;
assign xoaphim1=xoaphim;
endmodule 
==> GITHUB_STEP_SUMMARY <==
## Synthesis and layout report

| Metric | Value |
|---|---|
| Summed standard-cell area reported by yosys | `2390 um2` |
| Clock tree from TritonCTS | `yes` |
| Gate count of the mapped netlist | `301` |
| Number of buffers inserted during clock tree synthesis | `5` |
| Clk sink count | `40` |
| Period utilisation layout | `43.9%` |
| Share of async-settable or async-resettable flops after synthesis | `0%` |
| Placer's final routability congestion estimate | `0.841` |
| Cell breakdown of the critical path | `ha_1 > nand4_2 > nor4_4 > nand2_1 > nor4_1 > a31o_2 > o2111ai_1 > nor4_2 > buf_4 > nor2_1` |
| Area fraction of the dominant cell type after synthesis | `33.5%` |
| Total of warnings raised by yosys | `1` |
| Length of the first detailed-routing pass in iterations | `4` |
| Count of different cell masters after synthesis | `54` |
| Synth Cell Area | `2390 um2` |
| Worst min path class | `reg2reg` |
| Post-Syn Area per Cell | `7.94 um2` |
| Max-Slew Margin vs Limit | `56.3%` |
| Init Core Util | `42.3%` |
| Buf+Inv Stages, Crit Path | `1` |
| Clock period minus worst slack | `3.47 ns` |
| Worst hold slack | `0.459 ns` |
| Setup repair after global routing missed its margin | `no` |
| Critical path required time | `8.07 ns` |
| Category of the most critical setup path | `reg2reg` |
| Cell with the largest stage delay on the worst path | `sky130_fd_sc_hd__nor4_2` |
| Number of antenna-violating nets in the routed design | `0` |
| Worst skew pair latency | `0.29 ns` |
| Leakage | `0.934 nW` |
| Worst-case clock skew | `0.00449 ns` |
| Power density over the cells | `133 nW/um2` |
| Maximum cell stage delay along the critical path | `0.66 ns` |
| Maximum number of pins on one net before global-route repair | `13` |
| Portion of the post-synthesis area used by sequential elements | `33.5%` |
| Register clock-pin slew on the reported worst setup and hold paths | `0.07 ns` |
| Number of cell instances after yosys synthesis | `301` |
| Number of maximum-capacitance constraint violations | `0` |
| Setup bufs post-CTS | `0` |
| Nature of the critical path startpoint | `flip-flop` |
| Initial antenna violation count | `0` |
| 1st-iter DRT viols | `108` |
| Die Span X | `79.3 um` |
| Share of the core filled with cells | `47.0%` |
| Die Footprint | `6280 um2` |
| Layout overhead on the synthesized area | `11.1%` |
| Fmax | `0.288 GHz` |
| Count of pins over their slew limit | `0` |
| Hold-fix buffers, CTS | `0` |
| Average wire per cell in the routed design | `13.4 um` |
| Fraction of final layout cells with drive strength greater than 1 | `5.81%` |
| Dominant flop cell | `sky130_fd_sc_hd__dfxtp_1` |
| Clock tree root buffer cell | `sky130_fd_sc_hd__clkbuf_8` |
| Total wire length after detailed routing | `5130 um` |
| Finish-stage setup viols | `0` |
| Commonest non-fill, non-tap cell in the layout | `sky130_fd_sc_hd__dfxtp_1` |
| Worst-path maximum fanout | `7` |
| DPL Wire Length | `3900 um` |
| Final worst-path setup slack | `4.43 ns` |
| EDFF count, synth | `0` |
| Detailed-route via count | `2120` |
| Number of warnings in the stage logs | `26` |
| Data arrival at the endpoint of the critical path | `3.64 ns` |
| Run status | `completed` |
| Maximum number of buffers from clock root to sink | `2` |
| Transition time of the tightest slew-check pin | `0.650 ns` |
| Library cell occupying the most area in the post-synthesis netlist | `sky130_fd_sc_hd__dfxtp_1` |
| Via count of the first global-routing pass | `1937` |
| Capturing element type of the critical path | `flip-flop` |
| Number of diodes | `0` |
| Core area | `5640 um2` |
| Post_cts resized | `0` |
| Row count | `27` |
| Number of endpoints with negative hold slack in the final report | `0` |
| H-Tree Level Count | `2` |
| Leading cell types in the layout, fill and taps excluded | `sky130_fd_sc_hd__dfxtp_1 (40), sky130_fd_sc_hd__nor2_1 (36), sky130_fd_sc_hd__nand2_1 (22), sky130_fd_sc_hd__nand3_1 (22)` |
| Crit path max-delay family | `simple AND/OR/NAND/NOR gates` |
| Residual DRC | `0` |
| Worst slack at placement | `4.41 ns` |
| Global-route wire length before repair | `9050 um` |
| Die extent in y | `79.3 um` |
| Max IR drop VDD | `0.0784 mV` |
| Count of input and output buffers | `17` |
| Count of pins on the block boundary | `18` |
| Total congestion overflow after global routing | `0` |
| Top cells by area, synth | `sky130_fd_sc_hd__dfxtp_1 (34%), sky130_fd_sc_hd__xnor2_1 (6.6%), sky130_fd_sc_hd__nor2_1 (5.7%)` |
| Average via count per standard cell | `5.55` |
| Post-Route Setup TNS | `0 ns` |
| Overall global routing resource usage | `18.2%` |
| Post-synthesis sequential element count | `40` |
## final cells by class
class,instances,area (um2)
Multi-Input combinational cell,235,1460
Inverter,9,33.8
Clock buffer,8,90.1
Sequential cell,40,801
Timing Repair Buffer,18,178
Fill cell,556,2990
Tap cell,72,90.1
## layer usage
metal	GRT usage, %	part of all wire, %	up-vias
li1	-	-	1103
met1	28.3	51	957
met2	26.7	42	48
met3	3.03	4.5	12
met4	4.18	1.9	0
met5	0	0	-
## sequential cells by signal, indices dropped and copies added (netlist names)
name / count
phimluu: 5
phimra1: 5
phimra2: 1
thanhdem: 28
xoaphim: 1
## worst register-to-register path: stages, from the launching register on
cell	delay, ns
sky130_fd_sc_hd__dfxtp_1	0.45
sky130_fd_sc_hd__ha_1	0.31
sky130_fd_sc_hd__nand4_2	0.25
sky130_fd_sc_hd__nor4_4	0.53
sky130_fd_sc_hd__nand2_1	0.19
sky130_fd_sc_hd__nor4_1	0.29
sky130_fd_sc_hd__a31o_2	0.18
sky130_fd_sc_hd__o2111ai_1	0.18
sky130_fd_sc_hd__nor4_2	0.66
sky130_fd_sc_hd__buf_4	0.26
sky130_fd_sc_hd__nor2_1	0.05
## stage by stage
stage          cell area, um2  instances  power, mW
2_1_floorplan            2390        301      0.214
3_3_place_gp             2560        374      0.220
3_5_place_dp             2560        374      0.220
4_1_cts                  2650        382      0.357
5_1_grt                  2650        382      0.368
6_report                 2650        382      0.353
## path summary, 6_finish.rpt
kind	startpoint	end	slack [ns]	cells past startpoint
hold reg to reg	xoaphim	xoaphim	0.46	2
setup reg to reg	thanhdem[0]	thanhdem[10]	4.43	10
hold / removal	xoaphim	xoaphim	0.46	2
setup / recovery	thanhdem[0]	thanhdem[10]	4.43	10
## Yosys cell counts, types with 2 or more instances
master                      instances
sky130_fd_sc_hd__nor2b_1            6
sky130_fd_sc_hd__or4_1              3
sky130_fd_sc_hd__nor3b_1            4
sky130_fd_sc_hd__inv_1              9
sky130_fd_sc_hd__nand4_2            2
sky130_fd_sc_hd__o211a_1            2
sky130_fd_sc_hd__nand3b_1           2
sky130_fd_sc_hd__nor4_1             7
sky130_fd_sc_hd__a21oi_1           18
sky130_fd_sc_hd__o2111ai_1          2
sky130_fd_sc_hd__or2_2              2
sky130_fd_sc_hd__nor3_1            17
sky130_fd_sc_hd__o31ai_1            3
sky130_fd_sc_hd__o21ai_0           10
sky130_fd_sc_hd__xnor2_1           18
sky130_fd_sc_hd__nand2_1           22
sky130_fd_sc_hd__and2_1             2
sky130_fd_sc_hd__nand4_1            8
sky130_fd_sc_hd__nor2_1            36
sky130_fd_sc_hd__and4_1             3
sky130_fd_sc_hd__nand3_1           22
sky130_fd_sc_hd__o32ai_1            2
sky130_fd_sc_hd__or3_1              3
sky130_fd_sc_hd__ha_1               2
sky130_fd_sc_hd__buf_2              2
sky130_fd_sc_hd__a211o_1            2
sky130_fd_sc_hd__a31oi_1            4
sky130_fd_sc_hd__clkbuf_1           9
sky130_fd_sc_hd__nand2b_1           4
sky130_fd_sc_hd__xor2_1             8
sky130_fd_sc_hd__buf_4              5
sky130_fd_sc_hd__dfxtp_1           40
## power breakdown
part	leakage [nW]	total, mW	internal, mW	switching (mW)
sequential	0.322	0.201	0.201	0
clock	0.0455	0.137	0.0712	0.0662
combinational	0.566	0.0144	0.00675	0.00762
## cells by family after synthesis
group / synth area share [%]
adder cells (fa/ha/maj): 1.05
buffers and inverters: 5.29
flip-flops: 33.5
AND/OR/NAND/NOR: 35.0
AND-OR/OR-AND: 15.1
XOR/XNOR: 9.53
multiplexers: 0.419
No activity file was given, so power comes from the tool's default toggle rates.
