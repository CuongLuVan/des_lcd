$ cat ./config.mk
export PLATFORM = sky130hd
export DESIGN_NAME = keyboard
export DESIGN_NICKNAME = keyboard
export VERILOG_FILES = /design/flow/design.v
export SDC_FILE = /design/flow/constraint.sdc
export NUM_CORES = 4
export LEC_CHECK = 1
export CORE_AREA = 10 10 99 99
export DIE_AREA = 0 0 109 109
$ cat ./constraint.sdc
current_design keyboard

set clk_period 2.4
set clk_io_pct 0.2

create_clock -name clk0 -period $clk_period [get_ports {iCLK_50}]

set non_clock_inputs [all_inputs -no_clocks]
set_input_delay [expr $clk_period * $clk_io_pct] -clock clk0 $non_clock_inputs
set_output_delay [expr $clk_period * $clk_io_pct] -clock clk0 [all_outputs]
$ cat ./design.v
module keyboard(input iCLK_50,
                input [0:0] iKEY,
					 input [0:0] iSW,
					 input PS2_KBCLK,PS2_KBDAT,
					 output reg [0:0] oLEDR,
					 output  [7:0] oLEDG);
localparam [1:0] idle = 2'b00,
                 dps  = 2'b01,
					  load = 2'b10;
reg [1:0] state_reg,state_next;
reg  filter_reg;
wire filter_next;
reg  f_ps2c_reg;
wire f_ps2c_next;
reg [3:0] n_reg,n_next;
reg [10:0] b_reg,b_next;
wire fall_edge;
always @(posedge iCLK_50 or negedge iKEY[0])
 if (~iKEY[0]) begin
                 filter_reg <= 0;
				 f_ps2c_reg <= 0;
					end
 else begin
        filter_reg <= filter_next;
		  f_ps2c_reg <= f_ps2c_next;
		end
assign filter_next = PS2_KBCLK;
assign f_ps2c_next = (filter_reg == 1'b1)?1'b1:(filter_reg == 1'b0)?1'b0:f_ps2c_reg;
assign fall_edge = f_ps2c_reg & ~f_ps2c_next;
always @(posedge iCLK_50 or negedge iKEY[0])
  if (~iKEY[0]) begin
                  state_reg <= idle;
					   n_reg     <= 0;
					   b_reg     <= 0;
					 end
  else begin
         state_reg <= state_next;
		   n_reg     <= n_next;
		   b_reg     <= b_next;
	    end
always @*
 begin
    state_next = state_reg;
	 b_next     = b_reg;
	 n_next     = n_reg;
	 oLEDR      = 1'b0;
	 case(state_reg)
	    idle : if (fall_edge & iSW[0]) begin
		                                  b_next = {PS2_KBDAT,b_reg[10:1]};
													 n_next = 4'b1001;
													 state_next = dps;
												  end
	    dps : if (fall_edge) begin
		                         b_next = {PS2_KBDAT,b_reg[10:1]};
										 if (n_reg == 0) state_next = load;
										 else n_next = n_reg -1 ;
								    end
	   load : if (fall_edge) begin
		                        b_next = {PS2_KBDAT,b_reg[10:1]};
		                        oLEDR = 1'b1;
					               state_next = idle;
				                end
	 endcase
 end 
assign oLEDG = b_reg[8:1];
endmodule
$ cat ./run.sh
#!/bin/bash
# OpenROAD 26Q1-2900-gdf79404cd8, Yosys 0.63+post, stock flow scripts
make -C /OpenROAD-flow-scripts/flow DESIGN_CONFIG=/design/flow/config.mk WORK_HOME=/design/flow/orfs finish
==> metrics.json <==
{
  "setup-tns-final_ns": 0,
  "critical_path.max_stage_delay_ns": 0.48,
  "timing.reg2reg.setup_slack_ns": 0.77,
  "wl_per_cell_um": 9.04,
  "drive_gt1_share_pct": 25.6,
  "achievable-frequency_mhz": 493,
  "report.final.hold_viol_count": 0,
  "track_usage_pct": 2.87,
  "cts.repair.resized": 0,
  "critical_path.cell_chain": "and2b_1 -> and2_1 -> clkdlybuf4s50_1",
  "clkLatencyLatePin_ns": 0.25,
  "syn-mean-instance-area_um2": 12.6,
  "simple_gate_share_pct": 13.6,
  "number_of_buffers_and_inverters_on_the_critical_path": 1,
  "die_x_um": 109,
  "drc_errors": 0,
  "post-dp-hpwl_mm": 1.27,
  "tritoncts": "done",
  "synth.cellmix.compoundShare_pct": 10.2,
  "status": "finished, final reports clean",
  "vdd.ir_drop.worst_v": 0.000201,
  "synthDistinctLibCells": 31,
  "ios": 14,
  "postSynth.topFlopCell": "sky130_fd_sc_hd__dfrtp_1",
  "edff_count_synth": 0,
  "timing.critical_path.slowest_stage_cell": "sky130_fd_sc_hd__clkdlybuf4s50_1",
  "setup-violations-final": 0,
  "core_um2": 7730,
  "power_per_cell_area_nw_per_um2": 482,
  "die-area_um2": 11900,
  "grt_use_met2_pct": 3.68,
  "fin_skew_ns": 0.00539,
  "detail_route.vias_per_cell": 2.95,
  "cts_made_buffers": 3,
  "timing.critical_path.required_ns": 1.92,
  "port_buffers": 13,
  "route.final.wire_length_mm": 1.66,
  "netlist_instances": 74,
  "antenna_found_initial": 0,
  "worst_pin_slew_ns": 0.554,
  "placement_rows": 32,
  "drtAntennaViolNets": 0,
  "grt_first_pass_wirelength_mm": 2.68,
  "warning_count": 26,
  "cts_sinks": 19,
  "post_synth_instance_area_um2": 932,
  "top_logic_kind": "simple AND/OR/NAND/NOR gates",
  "leakage_power_figure_nw": 0.460,
  "timing.final.crit_share_pct": 84.4,
  "post_synthesis_xor_xnor_area_fraction_pct": 0,
  "synth-cells-yosys": 74,
  "synth-area-yosys_um2": 932,
  "cp-start-kind": "flip-flop",
  "use_met3_pct": 1.37,
  "cts_post_setup_buffers_inserted": 0,
  "crit_path_start": "filter_reg$_DFF_PN0_",
  "htreeDepth": 1,
  "critPathArrivalTime_ns": 1.55,
  "min_path_type": "flip-flop to flip-flop",
  "grt_setup_unrepaired": "false",
  "synth-adder-area-share_pct": 2.68,
  "seq_area_frac_synth_pct": 51.1,
  "grtUsageMet1_pct": 4.35,
  "maxSlewHeadroom_pct": 63.0,
  "grt-busiest-layer": "met1",
  "maxCapViolations": 0,
  "globalRouteOverflowTotal": 0,
  "buffer_cell_driving_the_clock_tree_root": "sky130_fd_sc_hd__clkbuf_8",
  "asyncSetResetFlopFracSynth_pct": 100,
  "vias": 542,
  "drt-initial-drc-count": 32,
  "critical_path.max_fanout": 5,
  "worst_setup_path_type": "flip-flop to output port",
  "max_transition_viols_final": 0,
  "setup.worst_path.end_class": "output port",
  "yosysWarningCount": 1,
  "worst_hold_margin_ns": 0.397,
  "fp.dieH_um": 109,
  "area_growth_pct": 25.0,
  "post_cts_hold_buffer_count": 0,
  "critical_path.reg2reg.startpoint": "state_reg[2]$_DFF_PN0_",
  "hold_start": "filter_reg$_DFF_PN0_",
  "worst_path_dominant_cell_family": "buffers and inverters",
  "final_weighted_congestion_in_routability_driven_placement": 0.715,
  "grt_pass1_vias": 493,
  "largest_register_ffs": 10,
  "clock_tree.buffer_depth": 2,
  "path_clk_slew_ns": 0.07,
  "insertedDiodeCount": 0,
  "fp_util_pct": 12.1,
  "detail_route.first_pass.iterations": 2,
  "grt_start_max_net_pins": 20,
  "min_tclk_post_route_ns": 2.03,
  "numSynthFlops": 19,
  "yosys-mux-area-fraction_pct": 13.2
}
report_power, final:
part,internal [mW],switching (mW),total [mW]
registers,0.323,0.00170,0.324
logic,0.00964,0.0111,0.0207
clock network,0.115,0.101,0.216
final timing paths:
path                                          endpoint  depth (start not counted)
worst max-delay path                          oLEDR[0]                          3
min in group asynchronous         n_reg[2]$_DFFE_PN0P_                          2
max in group asynchronous       state_reg[0]$_DFF_PN1_                          2
worst min-delay path              f_ps2c_reg$_DFF_PN0_                          0
worst min register to register    f_ps2c_reg$_DFF_PN0_                          0
worst max register to register    b_reg[6]$_DFFE_PN0P_                          3
stage by stage:
stage | std cells | power (mW) | instance area (µm²) | setup WS, ns | util (%)
floorplan | 74 | 0.338 | 932 | 0.915 | -
global placement | 180 | 0.352 | 1120 | 0.426 | 14.5
detailed placement | 180 | 0.352 | 1120 | 0.394 | 14.5
CTS | 184 | 0.574 | 1160 | 0.330 | 15.1
global route | 184 | 0.597 | 1160 | 0.239 | 15.1
finish | 184 | 0.561 | 1160 | 0.373 | 15.1
worst reg2reg max path: cells and delay by family (launching register included):
| family | cells | cell delay [ns] |
|---|---|---|
| simple gates | 2 | 0.59 |
| mux | 1 | 0.39 |
| flops | 1 | 0.54 |
cells in the final DEF (no fill, tap or decap), drive strengths merged:
master	count
nand3	2
clkbuf	3
o41a	1
a211oi	1
clkinv	1
dfstp	1
a21o	1
and2	1
nor3b	1
nor2b	1
ha	2
o41ai	1
nand2	6
inv	2
nor3	2
mux2i	1
o311ai	1
or3	1
buf	1
o211ai	1
mux2	10
a32o	1
clkdlybuf4s50	13
o21ai	2
and2b	1
o31ai	1
nand2b	2
dfrtp	18
o22a	1
or2	1
nand3b	1
layout make-up:
| class | instances | area [µm²] |
|---|---|---|
| clock buffers | 3 | 41.3 |
| well taps | 102 | 128 |
| fillers | 848 | 6560 |
| inverters | 2 | 7.51 |
| flip-flops and latches | 19 | 477 |
| multi-input cells | 43 | 369 |
| clock inverters | 1 | 5.00 |
| repair buffers | 14 | 138 |
kinds of logic after synthesis:
kind of cell | Yosys count
adders and majority gates | 2
AOI/OAI and AO/OA | 11
muxes | 11
buffers and inverters | 12
DFF | 19
and+or+nand+nor | 19
metal layers:
metal	share of wire [%]	routed length, µm
met1	50	830
met2	43	721
met3	6.3	104
met4	0.48	8
met5	0	0
synth_stat cells (all sizes together) (2+ instances only):
| cell type | count | area (µm²) |
|---|---|---|
| buf | 10 | 78.8 |
| dfrtp | 18 | 450 |
| ha | 2 | 25.0 |
| inv | 2 | 7.51 |
| mux2 | 10 | 113 |
| nand2 | 6 | 22.5 |
| nand2b | 2 | 20.0 |
| nand3 | 2 | 10.0 |
| nor3 | 2 | 21.3 |
| o21ai | 2 | 10.0 |
Power figures rest on the tool's default switching activity, not on a simulated workload.
